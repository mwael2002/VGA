==> design/flow/design.v <==
module synchronizer #(parameter h_width=10,v_width=10,h_sync_count=640,v_sync_count=480,
					right_border=16,left_border=47,top_border=32,bottom_border=10,h_retrace=96,v_retrace=2)
(
    input clk,rst_n,
    input   [v_width-1:0]v_count,
    input   [h_width-1:0]h_count,
    output  reg h_sync,v_sync,video_on  
);
localparam  h_max=h_sync_count+right_border+left_border+h_retrace,v_max=v_sync_count+top_border+bottom_border+v_retrace;
always@(posedge clk or negedge rst_n) begin
    if(!rst_n)
    h_sync<=0;
    else if( (h_count>(h_max-h_retrace) && h_count<=(h_max) ) )
    h_sync<=0;
    else
    h_sync<=1;
end
always@(posedge clk or negedge rst_n) begin
    if(!rst_n)
    v_sync<=0;
    else if( (v_count>(v_max-v_retrace) && v_count<=(v_max)) )
    v_sync<=0;
    else
    v_sync<=1;
end
always@(posedge clk or negedge rst_n) begin
    if(!rst_n)
    video_on<=0;
    else if( (h_count>left_border && h_count<=h_sync_count+left_border) && (v_count>top_border && v_count<=top_border+v_sync_count) )
    video_on<=1;
    else
    video_on<=0;
end
endmodule
==> design/flow/run.sh <==
#!/bin/bash
# OpenROAD 26Q1-2900-gdf79404cd8, Yosys 0.63+post, stock flow scripts
make -C /OpenROAD-flow-scripts/flow DESIGN_CONFIG=/design/flow/config.mk WORK_HOME=/design/flow/orfs finish
==> design/flow/config.mk <==
export PLATFORM = sky130hd
export DESIGN_NAME = synchronizer
export DESIGN_NICKNAME = synchronizer
export VERILOG_FILES = /design/flow/design.v
export SDC_FILE = /design/flow/constraint.sdc
export NUM_CORES = 4
export LEC_CHECK = 1
export CORE_AREA = 10 10 70 70
export DIE_AREA = 0 0 80 80
==> design/flow/constraint.sdc <==
current_design synchronizer

set clk_period 1.0
set clk_io_pct 0.2

create_clock -name clk0 -period $clk_period [get_ports {clk}]

set non_clock_inputs [all_inputs -no_clocks]
set_input_delay [expr $clk_period * $clk_io_pct] -clock clk0 $non_clock_inputs
set_output_delay [expr $clk_period * $clk_io_pct] -clock clk0 [all_outputs]
==> results.sh <==
# physical design summary
export IMPL_status="finished with violations"
export IMPL_violations="negative setup slack"
export IMPL_yosysSeqAreaShare_pct=34.7
export IMPL_wl_per_cell_um=9.52
export IMPL_crit_fanout=2
export IMPL_h_tree_depth=1
export IMPL_overflow=0
export IMPL_syn_instance_count=25
export IMPL_wl_um=962
export IMPL_finalCriticalPeriod_ns=1.16
export IMPL_worstPathArrival_ns=1.27
export IMPL_gp_congestion=0.830
export IMPL_yosysTopAreaCellShare_pct=34.7
export IMPL_end_kind="flop"
export IMPL_first_pass_iters=4
export IMPL_area_leaders="dfrtp_1 (35%), a21oi_1 (6.9%), nor3_1 (6.9%)"
export IMPL_drv_slew=0
export IMPL_die_width_um=80
export IMPL_syn_area_per_cell_um2=8.66
export IMPL_tightest_slew_ns=0.283
export IMPL_grt_pass1_wl_mm=1.49
export IMPL_finalHoldViolations=0
export IMPL_fin_util_pct=17.0
export IMPL_portBuffers=20
export IMPL_combGateArea_um2=190
export IMPL_cts_sinks=3
export IMPL_cts_hold_buf=0
export IMPL_grt_busiest_layer="met1"
export IMPL_crit_required_ns=1.12
export IMPL_rows=21
export IMPL_yosysUniqueCellTypes=17
export IMPL_crit_chain="buf_6 > or4_4 > o21ai_2 > a21oi_2 > o211a_1"
export IMPL_cts_tree="done"
export IMPL_area_growth_pct=169
export IMPL_cp_slowest_stage_delay_ns=0.55
export IMPL_power_density_mw_per_mm2=834
export IMPL_cts_made_buffers=3
export IMPL_cts_root_buf="clkbuf_4"
export IMPL_grt_pass1_vias=338
export IMPL_grtUsageMet3_pct=3.07
export IMPL_slew_headroom_pct=81.0
export IMPL_grtUsageMet2_pct=3.05
export IMPL_drcViolationCount=0
export IMPL_warning_count=32
export IMPL_dp_slack_ns=-0.735
export IMPL_vias=308
export IMPL_met1_usage_pct=4.05
export IMPL_placed_area_um2=512
export IMPL_hp_class="in -> async"
export IMPL_antenna_found_initial=0
export IMPL_regArea_um2=75.1
export IMPL_slowest_stage="or4_4"
export IMPL_fill_cells=398
export IMPL_pin_count=25
export IMPL_vias_per_cell=3.05
export IMPL_power_leakage_nw=0.241
export IMPL_core_area_mm2=0.00342
export IMPL_max_freq_ghz=0.864
export IMPL_ys_flops=3
export IMPL_rsz0062_at_grt="yes"
export IMPL_design_area_um2=582
export IMPL_track_usage_pct=2.94
export IMPL_drtAntennaViolNets=0
export IMPL_grt_start_max_net_pins=5
export IMPL_drive_gt1_share_pct=45.5
export IMPL_top_area_cell="dfrtp_1"
export IMPL_die_h_um=80
export IMPL_synth_area_um2=216
export IMPL_cap_violations=0
export IMPL_clk_pin_slew_ns=0.04
export IMPL_drtIter0Drc=9
export IMPL_ys_cells=25
export IMPL_path_class="in -> reg"
export IMPL_setup_viol=1
export IMPL_start_kind="primary input"
export IMPL_initCoreUtil_pct=6.34
export IMPL_finalClockPeriodUsage_pct=116
export IMPL_diodes=0
export IMPL_ys_warn_count=1
export IMPL_ys_chip_area_um2=216
export IMPL_fin_ws_ns=-0.157
export IMPL_clock_path_buffers=2
export IMPL_dieArea_mm2=0.00640
export IMPL_peakVddDrop_v=0.000228
==> stage by stage <==
| step | hold WS, ns | setup TNS (ns) | cells | total power, mW |
|---|---|---|---|---|
| 6_report | 0.155 | -0.157 | 101 | 0.485 |
| 4_1_cts | 0.155 | -0.170 | 100 | 0.488 |
| 2_1_floorplan | -0.0956 | -0.224 | 25 | 0.155 |
| 3_5_place_dp | 0.403 | -1.50 | 96 | 0.265 |
| 5_1_grt | 0.159 | -0.219 | 101 | 0.524 |
| 3_3_place_gp | 0.409 | -1.44 | 96 | 0.264 |
==> metal layers <==
layer  vias to the layer above  share of wire (%)
met5                         -                  0
met4                         0                  0
met3                         0                 21
met2                        23                 27
met1                       131                 52
li1                        154                  -
==> what timing repair did <==
item / 4_1_cts / 5_1_grt
hold endpoints to repair: 0 / 0
pin swaps: 7 / 7
setup endpoints to repair: 6 / 5
gates resized: 33 / 10
buffers inserted: 0 / 1
==> where the power goes <==
| part | internal, mW | switching, mW |
|---|---|---|
| Sequential | 0.127 | 0.00122 |
| Clock | 0.149 | 0.0600 |
| Combinational | 0.0949 | 0.0528 |
==> state kept, by name (all words and copies together), names as in the netlist <==
name and flops:
h_sync 1, v_sync 1, video_on 1
==> logic make-up (layout without fill, tap and decap cells) <==
family,after synthesis,in the layout,synth area share (%)
and+or+nand+nor,15,15,46.8
AOI/OAI and AO/OA,7,7,18.5
DFF,3,3,34.7
buffers and inverters,0,30,0
==> synth_stat cells <==
master and count:
a21oi_1 3, and2b_2 1, dfrtp_1 3, nand2_1 2
nand2b_1 1, nand3b_1 1, nor2_1 1, nor2b_1 1
nor3_1 3, nor3b_1 1, nor4_2 1, nor4b_1 1
o211a_1 1, o21ai_0 2, o21ai_1 1, or3_1 1
or4_4 1
==> worst max-delay path by stage <==
stage          start                 end  slack, ns  cells past startpoint
6_report  v_count[2]  video_on$_DFF_PN0_      -0.16                      5
5_1_grt   v_count[2]  video_on$_DFF_PN0_      -0.19                      5
4_1_cts   v_count[1]  video_on$_DFF_PN0_      -0.17                      5
==> layout make-up <==
cell class / instances / area share [%]
Timing Repair Buffer: 26 / 40.0
Multi-Input combinational cell: 22 / 32.7
Sequential cell: 3 / 12.9
Tap cell: 46 / 9.89
Clock buffer: 4 / 4.52
==> cells in the final DEF, fill, tap and decap left out, drive strengths merged <==
cell	count
buf	10
clkdlybuf4s50	8
clkbuf	7
dfrtp	3
nor3	3
a21oi	3
o21ai	3
nand2	2
dlymetal6s2s	2
clkdlybuf4s15	2
or3	1
or4	1
nand2b	1
nor4	1
nor2b	1
o211a	1
and2b	1
nor3b	1
nand3b	1
nor4b	1
nor2	1
dlygate4sd2	1
==> critical path: cells and delay by family <==
| kind | cells | cell delay (ns) |
|---|---|---|
| and+or+nand+nor | 1 | 0.55 |
| AOI/OAI and AO/OA | 3 | 0.43 |
| buffers and inverters | 1 | 0.09 |
Power figures rest on the tool's default switching activity, not on a simulated workload.
