**design/flow/run.sh**
```bash
#!/bin/bash
# OpenROAD 26Q1-2900-gdf79404cd8, Yosys 0.63+post, stock flow scripts
make -C /OpenROAD-flow-scripts/flow DESIGN_CONFIG=/design/flow/config.mk WORK_HOME=/design/flow/orfs finish
```
**design/flow/config.mk**
```make
export PLATFORM = sky130hd
export DESIGN_NAME = counter
export DESIGN_NICKNAME = counter
export VERILOG_FILES = /design/flow/design.v
export SDC_FILE = /design/flow/constraint.sdc
export NUM_CORES = 4
export LEC_CHECK = 1
export CORE_AREA = 10 10 102 102
export DIE_AREA = 0 0 112 112
```
**design/flow/constraint.sdc**
```tcl
current_design counter

set clk_period 2.3
set clk_io_pct 0.2

create_clock -name clk0 -period $clk_period [get_ports {clk}]

set non_clock_inputs [all_inputs -no_clocks]
set_input_delay [expr $clk_period * $clk_io_pct] -clock clk0 $non_clock_inputs
set_output_delay [expr $clk_period * $clk_io_pct] -clock clk0 [all_outputs]
```
**design/flow/design.v**
```verilog
module counter #(parameter  h_width=10,v_width=10,h_sync_count=640,v_sync_count=480,
                            right_border=16,left_border=47,top_border=32,bottom_border=10,
                            h_retrace=96,v_retrace=2)(
    input  clk,rst_n,
    output reg[v_width-1:0]v_count,
    output reg[h_width-1:0]h_count
);
localparam  h_max=h_sync_count+right_border+left_border+h_retrace,v_max=v_sync_count+top_border+bottom_border+v_retrace;
wire v_flag,h_flag;
assign v_flag = (v_count==v_max)?1:0;
assign h_flag = (h_count==h_max)?1:0;
always @(posedge clk ,negedge rst_n) begin
    if(!rst_n) begin
        v_count<=0;
        h_count<=0;
    end
    else if(!h_flag) begin
        h_count<=h_count+1;
    end
    else if(!v_flag)begin
        v_count<=v_count+1;
        h_count<=0;
    end
    else begin
        v_count<=0;
        h_count<=0;
    end
end
endmodule
```
==> out/README.md <==
| Result | This run | Unit |
| --- | --- | --- |
| Final worst path period need | 2.02 | ns |
| Share of power burned in the clock network | 49.2 | % |
| Netlist Area Pre-Place | 952 | um2 |
| Fin Clk Skew | 0.00533 | ns |
| Post-route cell area | 1390 | um2 |
| Cell count listed in synth_stat.txt | 94 | - |
| Utilization after layout | 16.9 | % |
| Starting DRT DRC Count | 43 | - |
| Post-CTS Setup Inserts | 0 | - |
| Startpoint type of the worst setup path | flip-flop | - |
| Clock tree from TritonCTS | done | - |
| Reg-to-reg startpoint | h_count[5] | - |
| Crit path max-delay cell type | sky130_fd_sc_hd__or4_1 | - |
| Total number of placement rows | 33 | - |
| Most repeated library cell on the critical path | sky130_fd_sc_hd__or3_1 | - |
| Leakage | 0.582 | nW |
| Start point of the critical path | h_count[5] | - |
| Synthesized instance count | 94 | - |
| Hold crit path type | reg -> reg | - |
| Worst setup timing slack at the placement stage | 0.304 | ns |
| Final weighted congestion of routability-driven global placement | 0.809 | - |
| DP Wirelength | 1850 | um |
| Post-detailed-route via-to-cell ratio | 3.44 | - |
| Result of the run | complete, no violations | - |
| Seq/Total Area, Yosys | 52.6 | % |
| Final antenna diode count | 0 | - |
| Post-route setup TNS | 0 | ns |
| Yosys synthesis chip area | 952 | um2 |
| Max-slew headroom at the worst pin | 76.4 | % |
| Buf+Inv Stages, Crit Path | 0 | - |
| Critical path fanouts, max | 6 | - |
| Chip Area | 12500 | um2 |
| Register-to-register setup slack | 0.28 | ns |
| Stage delay of the slowest cell on the critical path | 0.50 | ns |
| Peak supply drop | 0.000358 | V |
| Number of global-route vias before repair | 772 | - |
| Tool Warnings | 26 | - |
| CTS sink cnt | 20 | - |
| Hold_buf cts | 0 | - |
| Global-route wire length before repair | 4140 | um |
| Standard cell core area | 8220 | um2 |
| Power per cell area | 510 | nW/um2 |
| Flop and latch count out of synthesis | 20 | - |
| TritonCTS buffer count | 3 | - |
| Layout cell share with drive strength beyond 1 | 9.84 | % |
| Routed via count | 780 | - |
| Part of the power in registers | 49.4 | % |
| Power share of the combinational group | 1.3 | % |
| Dominant cell area share | 52.6 | % |
| Ports | 22 | - |
| Post-detailed-route wirelength per cell | 10.7 | um |
| Unrepaired setup endpoints after global routing | no | - |
| Crit-path cells | or3_1, or3_1, or4_1, a21oi_1 | - |
| Clock buffer depth | 2 | - |
| Internal portion of total power | 586 | uW |
| FP Util | 11.6 | % |
| Post-synth top area cell | sky130_fd_sc_hd__dfrtp_1 | - |
| Die Height | 112 | um |
| Largest net degree at the start of global routing | 21 | - |
| DRT Pass-1 Iters | 4 | - |
| Root cell of the clock tree | sky130_fd_sc_hd__clkbuf_8 | - |
| Switching share of power | 17.5 | % |
| Count of cell types in the netlist | 23 | - |
| Overall Global Routing Usage | 3.96 | % |
| Remaining antenna violation count | 0 | - |
| Tally of max-capacitance violations | 0 | - |
| Kind of end point of the critical path | flip-flop | - |
| Clk slew on worst S/H paths | 0.08 | ns |
| Number of warnings reported in the yosys synthesis log | 1 | - |
| Overflow left after global routing | 0 | - |
| Worst path setup slack after routing | 0.277 | ns |
| PortBufs | 21 | - |
| Ranking of synthesized cells by area | sky130_fd_sc_hd__dfrtp_1 53%, sky130_fd_sc_hd__xnor2_1 6.4%, sky130_fd_sc_hd__nand3_1 5.8%, sky130_fd_sc_hd__xor2_1 5.5%, sky130_fd_sc_hd__ha_1 3.9% | - |
| Psw | 124 | uW |
| Post-layout period usage | 88.0 | % |
| Placed cell areas | 1320 | um2 |
| Cell family with most CP delay | simple AND/OR/NAND/NOR gates | - |
| Critical hold path startpoint | h_count[0] | - |
| Post-Route WL | 2420 | um |
| Resize count post-CTS | 0 | - |
| Number of antenna violations at the first check in global routing | 0 | - |
| Critical path start-end classification | reg -> reg | - |
| Clock latency at the later pin of the worst-skew pair | 0.26 | ns |
| Required arrival time at the worst endpoint | 2.49 | ns |
| Average cell area after synthesis | 10.1 | um2 |
| Detailed-route DRC error count | 0 | - |
| Final Hold Viols | 0 | - |
| Count of pins over their slew limit | 0 | - |
| Number of H-tree levels | 1 | - |
| Achievable clock frequency | 494 | MHz |
| Area Growth Syn to Fin | 46.3 | % |
| Die X | 112 | um |
| Setup-violating endpoint count in the final report | 0 | - |
| Data arrival at the endpoint of the critical path | 2.21 | ns |
| Worst Tran Pin Value | 0.351 | ns |
power by group through the flow:
stage	combinational, mW	clock, mW	sequential [mW]
after global routing	0.0112	0.374	0.351
after CTS	0.0100	0.359	0.351
final	0.00950	0.350	0.351
final timing paths:
path	end	cells after the start
max in group asynchronous	v_count[2]	2
worst max register to register	v_count[9]	4
min in group asynchronous	h_count[9]	2
worst min register to register	h_count[0]	1
worst max-delay path	v_count[9]	4
worst min-delay path	h_count[0]	1
metal layers:
layer  wire [um]  GRT usage [%]  vias up
met5           0              0        -
met4           8          0.169        0
met3         302           2.50        2
met2         884           4.97       26
met1        1220           5.79      370
li1            -              -      382
cells in the final DEF (no fill, tap or decap):
cell type,Yosys,layout
sky130_fd_sc_hd__a21oi_1,2,2
sky130_fd_sc_hd__xnor2_1,7,7
sky130_fd_sc_hd__and3_2,1,1
sky130_fd_sc_hd__clkdlybuf4s50_1,0,21
sky130_fd_sc_hd__ha_1,3,3
sky130_fd_sc_hd__inv_1,4,4
sky130_fd_sc_hd__dfrtp_1,20,20
sky130_fd_sc_hd__clkbuf_8,0,3
sky130_fd_sc_hd__nor2_1,10,10
sky130_fd_sc_hd__xor2_1,6,6
sky130_fd_sc_hd__nand3_1,11,11
sky130_fd_sc_hd__or4_1,2,2
sky130_fd_sc_hd__o21a_1,1,1
sky130_fd_sc_hd__and2_2,1,1
sky130_fd_sc_hd__and3_1,2,2
sky130_fd_sc_hd__nor4_1,3,3
sky130_fd_sc_hd__o21ai_0,3,3
sky130_fd_sc_hd__o31ai_1,2,2
sky130_fd_sc_hd__or3_1,3,3
sky130_fd_sc_hd__or2_2,1,1
sky130_fd_sc_hd__a31oi_1,1,1
sky130_fd_sc_hd__nand2_1,4,4
sky130_fd_sc_hd__nand4_1,2,2
sky130_fd_sc_hd__bufinv_16,0,1
sky130_fd_sc_hd__nor3_1,3,3
sky130_fd_sc_hd__buf_4,0,5
cells in the mapped netlist (all sizes together):
cell type  count
o31ai          2
buf            2
nor2          10
dfrtp         20
nor3           3
nor4           3
inv            4
and3           3
or3            3
xnor2          7
or2            1
xor2           6
a21oi          2
o21ai          3
nand3         11
a31oi          1
nand4          2
or4            2
ha             3
and2           1
o21a           1
nand2          4
logic make-up after synthesis:
| kind of cell | share of synthesized area (%) |
|---|---|
| AND/OR/NAND/NOR | 23.3 |
| flip-flops | 52.6 |
| XOR/XNOR | 12.0 |
| AND-OR/OR-AND | 5.65 |
| buffers and inverters | 2.63 |
| adder cells (fa/ha/maj) | 3.94 |
layout make-up:
| class | instances | area (um2) |
|---|---|---|
| multi-input combinational | 68 | 427 |
| tap | 105 | 131 |
| sequential | 20 | 500 |
| clock inverter | 1 | 30.0 |
| fill | 892 | 6820 |
| timing repair buffer | 26 | 248 |
| clock buffer | 3 | 41.3 |
| inverter | 4 | 15.0 |
stage by stage:
stage	hold slack (ns)	power (mW)	cells
3_5_place_dp	0.498	0.368	223
2_1_floorplan	0.164	0.358	94
6_report	0.504	0.711	227
4_1_cts	0.509	0.721	227
5_1_grt	0.543	0.736	227
3_3_place_gp	0.492	0.368	223
sequential cells by signal (all words and copies together) (netlist names):
| signal | count |
|---|---|
| h_count | 10 |
| v_count | 10 |
Power is estimated from default activity; no workload was simulated.
